File: /design/flow/run.sh
#!/bin/bash
# OpenROAD 26Q1-2900-gdf79404cd8, Yosys 0.63+post, stock flow scripts
make -C /OpenROAD-flow-scripts/flow DESIGN_CONFIG=/design/flow/config.mk WORK_HOME=/design/flow/orfs finish
File: /design/flow/design.v
module ProjectTLC(
    input clk, rst,
    output reg [1:0] light_M1, 
    output reg [1:0] light_M2,
    output reg [1:0] light_M3,
    output reg [1:0] light_M4,
    output reg [1:0] light_R,
    output reg [1:0] light_S,
    output reg [3:0] count,
    output reg [3:0] ps
);
    parameter S1=0, S2=1, S3=2, S4=3, S5=4, S6=5, S7=6, S8=7, S9=8, S10=9;
    parameter Tmg=10, Ttg=7, Tsg=5, Ty=3;
    always @(posedge clk or posedge rst) begin
        if (rst) begin
            ps <= S1;
            count <= 0;
        end else begin
            case (ps)
                S1: if (count < Tmg) count <= count + 1; 
                    else begin ps <= S2; 
                               count <= 0; end
                S2: if (count < Ty) count <= count + 1; 
                    else begin ps <= S3; 
                               count <= 0; end
                S3: if (count < Ttg) count <= count + 1; 
                    else begin ps <= S4; 
                               count <= 0; end
                S4: if (count < Ty) count <= count + 1; 
                    else begin ps <= S5; 
                               count <= 0; end
                S5: if (count < Ttg) count <= count + 1; 
                    else begin ps <= S6; 
                               count <= 0; end
                S6: if (count < Ty) count <= count + 1; 
                    else begin ps <= S7; 
                               count <= 0; end
                S7: if (count < Tsg) count <= count + 1; 
                    else begin ps <= S8; 
                               count <= 0; end
                S8: if (count < Ty) count <= count + 1; 
                    else begin ps <= S9; 
                               count <= 0; end
                S9: if (count < Tsg) count <= count + 1; 
                    else begin ps <= S10; 
                               count <= 0; end
                S10: if (count < Ty) count <= count + 1; 
                    else begin ps <= S1; 
                               count <= 0; end
                default: begin ps <= S1;count <= 0; end
            endcase
        end
    end
    always @(ps) begin
        case (ps)
            S1: begin 
                 light_M1 = 2'b10; 
                 light_M2 = 2'b10; 
                 light_M3 = 2'b00; 
                 light_M4 = 2'b00; 
                 light_R = 2'b00; 
                 light_S = 2'b00; end
            S2: begin 
                 light_M1 = 2'b10; 
                 light_M2 = 2'b01; 
                 light_M3 = 2'b00; 
                 light_M4 = 2'b00; 
                 light_R = 2'b00; 
                 light_S = 2'b00; end
            S3: begin 
                 light_M1 = 2'b10; 
                 light_M2 = 2'b00; 
                 light_M3 = 2'b10; 
                 light_M4 = 2'b00; 
                 light_R = 2'b00; 
                 light_S = 2'b00; end
            S4: begin 
                 light_M1 = 2'b01; 
                 light_M2 = 2'b00; 
                 light_M3 = 2'b01; 
                 light_M4 = 2'b00; 
                 light_R = 2'b00; 
                 light_S = 2'b00; end
            S5: begin 
                 light_M1 = 2'b00; 
                 light_M2 = 2'b10; 
                 light_M3 = 2'b00; 
                 light_M4 = 2'b10; 
                 light_R = 2'b00; 
                 light_S = 2'b00; end
            S6: begin 
                 light_M1 = 2'b00; 
                 light_M2 = 2'b01; 
                 light_M3 = 2'b00; 
                 light_M4 = 2'b01; 
                 light_R = 2'b00; 
                 light_S = 2'b00; end
            S7: begin 
                 light_M1 = 2'b00; 
                 light_M2 = 2'b00; 
                 light_M3 = 2'b00; 
                 light_M4 = 2'b00; 
                 light_R = 2'b10; 
                 light_S = 2'b00; end
            S8: begin 
                 light_M1 = 2'b00; 
                 light_M2 = 2'b00; 
                 light_M3 = 2'b00; 
                 light_M4 = 2'b00; 
                 light_R = 2'b01; 
                 light_S = 2'b00; end
            S9: begin 
                 light_M1 = 2'b00; 
                 light_M2 = 2'b00; 
                 light_M3 = 2'b00; 
                 light_M4 = 2'b00; 
                 light_R = 2'b00; 
                 light_S = 2'b10; end
            S10: begin 
                 light_M1 = 2'b00; 
                 light_M2 = 2'b00; 
                 light_M3 = 2'b00; 
                 light_M4 = 2'b00; 
                 light_R = 2'b00; 
                 light_S = 2'b01; end
            default: begin 
                 light_M1 = 2'b10; 
                 light_M2 = 2'b10; 
                 light_M3 = 2'b00; 
                 light_M4 = 2'b00; 
                 light_R = 2'b00; 
                 light_S = 2'b00; end
        endcase
    end
endmodule
File: /design/flow/config.mk
export PLATFORM = sky130hd
export DESIGN_NAME = ProjectTLC
export DESIGN_NICKNAME = ProjectTLC
export VERILOG_FILES = /design/flow/design.v
export SDC_FILE = /design/flow/constraint.sdc
export NUM_CORES = 4
export LEC_CHECK = 1
export CORE_AREA = 10 10 73 73
export DIE_AREA = 0 0 83 83
File: /design/flow/constraint.sdc
current_design ProjectTLC

set clk_period 3.5
set clk_io_pct 0.2

create_clock -name clk0 -period $clk_period [get_ports {clk}]

set non_clock_inputs [all_inputs -no_clocks]
set_input_delay [expr $clk_period * $clk_io_pct] -clock clk0 $non_clock_inputs
set_output_delay [expr $clk_period * $clk_io_pct] -clock clk0 [all_outputs]
==> results.yml <==
# yosys + openroad results
routing:
  vias: 532
  viasPerCell: 3.86
  ant_nets: 0
  wl_per_cell_um: 11.3
  num_antenna_cells: 0
  finalWirelength_mm: 1.55
  drc_errors: 0
  drtPass1Iterations: 3
  drt-initial-drc-count: 27
setup_path:
  start_kind: "flop"
  cp.required_ns: 2.80
  critPathCaptureType: "output pin"
  critPathMaxFanout: 16
  worstSetupPathType: "flop to output pin"
  arrival_ns: 1.76
  r2r_cells: 5
clock_tree:
  clockRootBuffer: "clkbuf_8"
  htreeDepth: 1
  clk_pin_slew_ns: 0.04
  cts_num_sinks: 8
  clock_latency_ns: 0.22
  clockBufferDepth: 2
  cts_resized: 0
  numCtsBuffers: 3
  cts_hold_buf: 0
  cts_setup_buffers: 0
  cts_tree: "built"
sta:
  setup_viol: 0
  grt_setup_unrepaired: "no"
  relSlewSlack_pct: 66.2
  post-route-min-period_ns: 2.46
  maxSlewViolCount: 0
  fmax_ghz: 0.406
  tns_ns: 0
  worst_pin_slew_ns: 0.508
  finalClockSkew_ns: 0.00189
  fin_crit_sh_pct: 70.3
  hold_viol_final: 0
synthesis:
  yosysUniqueCellTypes: 29
  synth_chip_area_um2: 618
  ys_sh_simple_pct: 31.6
  ys_seq_share_pct: 32.4
  ys_cells: 71
  avgSynthCellArea_um2: 8.71
  synth-xor-area-share_pct: 7.09
  syn-cell-area_um2: 618
  synthAdderAreaFrac_pct: 4.05
  synth_flops: 8
  synthTopLogicFamily: "simple AND/OR/NAND/NOR gates"
  synth_cells: 71
  ys_sh_aoi_pct: 14.4
  ys_warn_count: 1
  mux_share_pct: 1.62
finish:
  area.combinational_um2: 363
  area_growth_pct: 44.5
  fin_util_pct: 23.9
  layout-drive-gt1-share_pct: 10.0
  regArea_um2: 200
  postLayoutCellArea_um2: 893
  fin_cells: 138
  num-fill-cells: 421
pwr:
  p_per_area_nw_per_um2: 226
  pwr-share-seq_pct: 46.0
  ir_drop_v: 0.000139
  p_leak_uw: 0.000362
  power.switching_uw: 34.2
  switching_share_pct: 16.9
  intPower_uw: 168
  clkPwrFrac_pct: 52.5
  p_total_uw: 202
  p_comb_share_pct: 1.5
placement:
  dp_hpwl_mm: 1.26
  io_buffers: 21
  gp_congestion: 0.848
  dp.cells: 135
  placed_cell_area_um2: 852
die:
  chip_area_um2: 6890
  rows: 22
  die_h_um: 83
  die_w_um: 83
  initCoreUtil_pct: 16.5
  io_pins: 22
  core-area_um2: 3740
min_path:
  hold_class: "flop to flop"
  hold_depth: 1
run_status:
  outcome: "finished clean"
grt:
  grt_use_total_pct: 4.43
  antenna_found_initial: 0
  globalRoute.totalOverflow: 0
  grt_max_degree: 17
  grt_pass1_wl_mm: 2.59
  grt_pass1_vias: 516
job:
  drv_cap: 0
  warnings: 26
[cells in the mapped netlist]
| master | number | area share, % |
|---|---|---|
| dfrtp_1 | 8 | 32 |
| o221ai_4 | 1 | 4.3 |
| a21oi_1 | 1 | 0.81 |
| o21ai_0 | 1 | 0.81 |
| nor3_1 | 4 | 3.2 |
| xor2_1 | 5 | 7.1 |
| and3_1 | 1 | 1.0 |
| nand2b_1 | 4 | 4.0 |
| buf_6 | 1 | 1.8 |
| a2111oi_2 | 1 | 2.4 |
| and2_1 | 1 | 1.0 |
| mux2i_1 | 1 | 1.6 |
| o21ai_1 | 1 | 0.81 |
| inv_1 | 5 | 3.0 |
| nand3_2 | 1 | 1.6 |
| nor2_1 | 12 | 7.3 |
| buf_4 | 2 | 2.4 |
| and3b_1 | 1 | 1.4 |
| nor4_2 | 1 | 2.0 |
| ha_1 | 2 | 4.0 |
| nand3_1 | 3 | 2.4 |
| a31oi_1 | 2 | 2.0 |
| buf_2 | 2 | 1.6 |
| o31ai_1 | 1 | 1.2 |
| nor4b_1 | 1 | 1.4 |
| nor3b_2 | 1 | 2.0 |
| nand2_1 | 5 | 3.0 |
| a22oi_2 | 1 | 2.0 |
| or3_1 | 1 | 1.0 |
[layout make-up]
| type | instances | area share, % |
|---|---|---|
| clock buffer | 3 | 4.62 |
| timing repair buffer | 21 | 23.5 |
| multi-input combinational | 53 | 40.6 |
| sequential | 8 | 22.4 |
| inverter | 5 | 2.10 |
| tap | 48 | 6.72 |
[layout by cell type, fill, tap and decap left out]
| cell type | n |
|---|---|
| a22oi_2 | 1 |
| nand3_2 | 1 |
| or3_1 | 1 |
| a31oi_1 | 2 |
| nor4_2 | 1 |
| ha_1 | 2 |
| a2111oi_2 | 1 |
| and3_1 | 1 |
| a21oi_1 | 1 |
| clkdlybuf4s50_1 | 21 |
| o21ai_1 | 1 |
| nand2_1 | 5 |
| xor2_1 | 5 |
| nor3_1 | 4 |
| mux2i_1 | 1 |
| dfrtp_1 | 8 |
| nand3_1 | 3 |
| o31ai_1 | 1 |
| o221ai_4 | 1 |
| and3b_1 | 1 |
| and2_1 | 1 |
| o21ai_0 | 1 |
| nor4b_1 | 1 |
| inv_1 | 5 |
| clkbuf_8 | 3 |
| nor2_1 | 12 |
| nand2b_1 | 4 |
| nor3b_2 | 1 |
[worst max-delay path, cell delays in order (launching register included)]
cell,delay [ns]
dfrtp_1,0.65
o21ai_1,0.25
o31ai_1,0.13
clkdlybuf4s50_1,0.51
[flip-flops by register name, summed over array words and instances, names as in the netlist]
register,cells
count,4
ps,4
[path summary, 6_finish.rpt]
check / startpoint / slack [ns] / end
min reg2reg: count[0] / 0.50 / count[0]
max in group asynchronous: rst / 2.52 / ps[2]
min: count[0] / 0.50 / count[0]
min in group asynchronous: rst / 0.74 / count[2]
max: ps[3] / 1.04 / light_M2[1]
max reg2reg: count[0] / 1.82 / ps[3]
[cell families after synthesis]
group / count (synthesis)
and+or+nand+nor: 36
buffers and inverters: 10
AOI/OAI and AO/OA: 9
DFF: 8
xor gates and xnor gates: 5
adders and majority gates: 2
muxes: 1
[layer usage]
layer | wire length (um) | up-vias | track usage, %
met5 | 0 | - | 0
met4 | 0 | 0 | 0.308
met3 | 73 | 0 | 1.77
met2 | 724 | 11 | 6.98
met1 | 756 | 243 | 5.76
li1 | - | 278 | -
[power groups by stage]
stage	Sequential (uW)	Combinational [uW]	Clock, uW
6_report	93.0	3.03	106
5_1_grt	92.9	3.63	118
4_1_cts	92.9	3.17	110
[per-stage QoR]
stage	setup slack (ns)	hold slack, ns
after detailed placement	1.27	0.503
after global routing	0.861	0.532
after global placement	1.27	0.508
after CTS	1.03	0.505
after floorplan	1.93	0.449
final	1.04	0.502
Power is estimated from default activity; no workload was simulated.
